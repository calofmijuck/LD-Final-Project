<file path="flow/config.mk">
export PLATFORM = sky130hd
export DESIGN_NAME = FrequencyDivider
export DESIGN_NICKNAME = FrequencyDivider
export VERILOG_FILES = /design/flow/design.v
export SDC_FILE = /design/flow/constraint.sdc
export NUM_CORES = 4
export LEC_CHECK = 1
export CORE_UTILIZATION = 30
</file>
<file path="flow/constraint.sdc">
current_design FrequencyDivider

set clk_period 3.6
set clk_io_pct 0.2

create_clock -name clk0 -period $clk_period [get_ports {CLKin}]

set non_clock_inputs [all_inputs -no_clocks]
set_input_delay [expr $clk_period * $clk_io_pct] -clock clk0 $non_clock_inputs
set_output_delay [expr $clk_period * $clk_io_pct] -clock clk0 [all_outputs]
</file>
<file path="flow/design.v">
`timescale 1ns / 1ps
module FrequencyDivider(
    input CLKin,
    input clr,
    output reg CLKout
    );
	 reg [31:0] cnt;
	 always @(posedge CLKin) begin
		if(clr) begin
			cnt <= 32'd0;
			CLKout <= 1'b0;
		end
		else if(cnt == 32'd25000000) begin
			cnt <= 32'd0;
			CLKout <= ~CLKout;
		end
		else begin
			cnt <= cnt+1;
		end
	end
endmodule
</file>
<file path="flow/run.sh">
#!/bin/bash
# OpenROAD 26Q1-2900-gdf79404cd8, Yosys 0.63+post, stock flow scripts
make -C /OpenROAD-flow-scripts/flow DESIGN_CONFIG=/design/flow/config.mk WORK_HOME=/design/flow/orfs finish
</file>
==> results.yml <==
# generated from flow reports
detailed_routing:
  drc: 0
  route.antenna.diode_count: 0
  final_antenna_net_count: 0
  detail_route.vias_per_cell: 5.02
  totalWireLength_um: 2950
  wl_per_cell_um: 11.6
  iter_0_drt_violations: 43
  vias: 1275
  detailedRoute.firstPassIterationCount: 4
critical_path:
  critical_path.max_stage_delay_ps: 540
  worst_path_most_repeated_cell: "sky130_fd_sc_hd__or4_1"
  worst_setup_path_end_kind: "flop"
  critPathSlowestCell: "sky130_fd_sc_hd__or4_1"
  critical_path.cell_chain: "or4_1 > or4_1 > o21bai_2 > buf_4 > nor2_1"
  critical_path.top_delay_family: "simple AND/OR/NAND/NOR gates"
  worstPathRequired_ps: 3770
  timing.critical_path.from_type: "flop"
  worst-path-buf-inv: 1
  class_of_the_most_critical_setup_path: "flop to flop"
  worstPathMaxFanout: 18
  r2r-start: "cnt[23]$_SDFF_PP0_"
  critPathArrivalTime_ps: 2620
  critical_path.startpoint: "cnt[23]$_SDFF_PP0_"
pwr:
  power.leakage_nw: 0.520
  p_per_area_nw_per_um2: 379
  max-vdd-ir-drop_v: 0.000221
timing:
  totalNegativeSetupSlack_ps: 0
  final-max-slew-violation-count: 0
  worst_pin_slew_ps: 628
  hold_violations: 0
  layout_worst_path_cycle_share_pct: 68.1
  holdWs_ps: 479
  rsz0062_at_grt: "no"
  timing.clock.skew_ps: 4.08
  finalSetupViolations: 0
  max_freq_mhz: 408
  fin_ws_ps: 1150
  slew_headroom_pct: 58.1
  post-route-min-period_ps: 2450
logic_synthesis:
  post_synth.cell_area_avg_um2: 8.92
  synth.logic.top_family: "simple AND/OR/NAND/NOR gates"
  synth_async_sr_flop_share_pct: 0
  synthesis.area_um2: 1610
  ys_ff: 33
  synthFlopType: "sky130_fd_sc_hd__dfxtp_1"
  post_synth_inst_count: 180
  yosys_warnings: 1
  synth-adder-area-share_pct: 1.56
  edf_count: 0
  ys_sh_simple_pct: 31.9
  fraction_of_synthesized_cell_area_in_xor_and_xnor_cells_pct: 7.64
  synth.area.mux_share_pct: 0
  ys_cells: 180
  synth-area-yosys_um2: 1610
  synth.lib_cells_used.distinct: 31
  synth-compound-area-share_pct: 13.1
  yosysSeqAreaShare_pct: 41.2
placement:
  detailedPlacementHpwl_um: 1940
  dp_cells: 247
  dpl_worst_slack_ps: 1180
  place_congestion: 0.740
  numPortBuffers: 2
floorplanning:
  top_level_ports: 3
  die-area_um2: 5650
  die_height_um: 75.2
  num_rows: 26
  area_of_the_core_um2: 5140
  dieWidth_um: 75.2
  core_util_floorplan_pct: 31.2
clock_network:
  ctsHoldBuffers: 0
  cts-resized-gates: 0
  clk_transition_reported_paths_ps: 60
  clock_latency_ps: 280
  tritoncts_clock_tree: "built"
  buffer_count_from_post_cts_setup_fixing: 0
  clk_root_buffer_cell: "sky130_fd_sc_hd__clkbuf_8"
  ctsHtreeMaxLevel: 2
  cts-buffers-inserted: 5
  cts.sinks: 33
  cts-root-to-sink-buffers: 2
global_route:
  grt_max_degree: 19
  gr-total-overflow: 0
  grt_use_total_pct: 11.8
  grt_pass1_vias: 1111
  grt_pass1_wl_um: 5120
  antenna_found_initial: 0
hold_path:
  hp-class: "flop to flop"
  min_from: "cnt[0]$_SDFF_PP0_"
job:
  cap_viol_max_count: 0
  warning_count: 26
status:
  outcome: "complete, no violations"
cells_and_area:
  fillCellCount: 551
  final_layout_size_suffix_gt1_share_pct: 8.70
  post-route-util_pct: 34.3
  synth_to_final_area_change_pct: 9.74
  final_instance_count_without_filler_cells: 254
per-layer routing:
layer  wire length [um]  vias up  track usage, %  share of wire, %
li1                   -      674               -                 -
met1               1540      584            17.4                52
met2               1270       12            18.7                43
met3                 91        5            2.99               3.1
met4                 49        0            1.23               1.7
met5                  0        -               0                 0
placed cells by master (no fill, tap or decap), drive strengths merged:
| cell | synthesis | layout |
|---|---|---|
| dfxtp | 33 | 33 |
| nor2 | 18 | 18 |
| a21oi | 17 | 17 |
| or4 | 14 | 14 |
| xnor2 | 12 | 12 |
| o31ai | 10 | 10 |
| nand3 | 10 | 10 |
| inv | 8 | 8 |
| nand2 | 8 | 8 |
| or3 | 8 | 8 |
| nand4 | 8 | 8 |
| o21ai | 7 | 7 |
| clkbuf | 2 | 7 |
| nor4 | 4 | 4 |
| and3 | 3 | 3 |
| nor3 | 3 | 3 |
| nor4b | 2 | 2 |
| xor2 | 2 | 2 |
| and4 | 2 | 2 |
| ha | 2 | 2 |
| clkdlybuf4s50 | 0 | 2 |
| nor3b | 1 | 1 |
| nand4bb | 1 | 1 |
| o21bai | 1 | 1 |
| buf | 4 | 1 |
synth_stat cells (all sizes together), types with 4 or more instances:
master	n	share of area [%]
nand2	8	1.9
dfxtp	33	41
nand3	10	3.9
o21ai	7	2.2
or4	14	7.2
nor2	18	4.2
a21oi	17	5.5
buf	4	2.3
o31ai	10	4.7
inv	8	1.9
nor4	4	1.6
xnor2	12	6.5
or3	8	3.2
nand4	8	4.4
layout make-up:
cell class	count	area, um2	area share (%)
multi-input cells	133	870	49.4
flip-flops and latches	33	661	37.5
well taps	70	87.6	4.97
clock buffers	7	86.3	4.90
inverters	8	30.0	1.70
repair buffers	3	27.5	1.56
path summary, 6_finish.rpt:
path                             to  cells past startpoint  slack, ps
hold / removal    cnt[0]$_SDFF_PP0_                      1        480
setup reg to reg  cnt[4]$_SDFF_PP0_                      5       1150
setup / recovery  cnt[4]$_SDFF_PP0_                      5       1150
hold reg to reg   cnt[0]$_SDFF_PP0_                      1        480
report_power, final:
part | total, mW | switching [mW] | internal, mW
sequential | 0.371 | 0.00340 | 0.368
combinational | 0.0161 | 0.00968 | 0.00646
clock | 0.280 | 0.129 | 0.152
kinds of logic (layout without fill, tap and decap cells):
family	after synthesis	count (layout)
AND-OR/OR-AND	35	35
buffers and inverters	14	18
adder cells (fa/ha/maj)	2	2
flip-flops	33	33
XOR/XNOR	14	14
AND/OR/NAND/NOR	82	82
sequential cells by signal (all words and copies together), names as in the netlist:
name / cells
cnt: 32
CLKout: 1
stage by stage:
stage,total power [mW],instance area [um2]
6_report,0.668,1760
5_1_grt,0.697,1760
4_1_cts,0.679,1760
3_5_place_dp,0.396,1680
3_3_place_gp,0.396,1680
2_1_floorplan,0.393,1610
Power and IR drop assume default switching activity.
