### design/flow/config.mk
export PLATFORM = sky130hd
export DESIGN_NAME = HextoBCD
export DESIGN_NICKNAME = HextoBCD
export VERILOG_FILES = /design/flow/design.v
export SDC_FILE = /design/flow/constraint.sdc
export NUM_CORES = 4
export LEC_CHECK = 1
export CORE_AREA = 10 10 70 70
export DIE_AREA = 0 0 80 80
### design/flow/constraint.sdc
current_design HextoBCD

set clk_period 1.6
set clk_io_pct 0.2

create_clock -name clk0 -period $clk_period

set non_clock_inputs [all_inputs -no_clocks]
set_input_delay [expr $clk_period * $clk_io_pct] -clock clk0 $non_clock_inputs
set_output_delay [expr $clk_period * $clk_io_pct] -clock clk0 [all_outputs]
### design/flow/design.v
`timescale 1ns / 1ps
module HextoBCD(
    input [3:0] bcd,
    output [6:0] segout
    );
	 reg [6:0] seg;
	 assign segout = seg;
	 always @(bcd) begin
		case(bcd)
			4'b0000: seg = 7'b0111111;
			4'b0001: seg = 7'b0000110;
			4'b0010: seg = 7'b1011011;
			4'b0011: seg = 7'b1001111;
			4'b0100: seg = 7'b1100110;
			4'b0101: seg = 7'b1101101;
			4'b0110: seg = 7'b1111101;
			4'b0111: seg = 7'b0000111;
			4'b1000: seg = 7'b1111111;
			4'b1001: seg = 7'b1101111;
  			4'b1010: seg = 7'b1110111;
			4'b1011: seg = 7'b1111100;
			4'b1100: seg = 7'b0111001;
			4'b1101: seg = 7'b1011110;
			4'b1110: seg = 7'b1111001;
			4'b1111: seg = 7'b1110001;
		endcase
	end	
endmodule
### design/flow/run.sh
#!/bin/bash
# OpenROAD 26Q1-2900-gdf79404cd8, Yosys 0.63+post, stock flow scripts
make -C /OpenROAD-flow-scripts/flow DESIGN_CONFIG=/design/flow/config.mk WORK_HOME=/design/flow/orfs finish
==> run summary <==
Results of the flow run.

The number of warnings reported in the stage logs is ~40. The count of warnings emitted by yosys stands at 1. The period utilization stands at 103.9%. Row generation in the floorplan step produced 21 rows. Global routing consumed, over all layers together, around 2.8% of the routing resources.

The total of clock buffers placed in the layout stands at 0. The die width stands at around 80 um. The run finished, with violations left. The number of distinct library cells after synthesis stands at 17.

The signed area change from the synthesized netlist to the final layout stands at 127.8%. The cell area after synthesis stands at roughly 290 um^2. In this run the cell area measured after placement is around 510 um^2. The worst setup path is of the in -> out kind. Looking at the max-slew report, the worst-margin pin has a slew of between 200 and 250 ps. The final reports fail on negative setup slack. Looking at the critical path, the highest net fanout was 5.

In this run the worst hold path is classified as in -> out. Summed over all cells, the static leakage comes to 0.2792 nW. The first routing iteration left 2 violations.

Of the total power, registers draw 0%. Per the slew report, the remaining headroom to the max-slew limit stands at between 80% and 90%. The timing-limited maximum frequency stands at ~600 MHz. Per the OpenROAD power report, switching power amounts to ~0.055 mW.

The post-route setup TNS stands at -163.2 ps. The placed wire-length estimate stands at 698.7 um. The shortest clock period the worst path allows after layout stands at about 1700 ps. STA puts the critical path data required time at ~1300 ps. Per the layout area report, the register area comes to 0 um^2. The number of flip-flops and latches stands at 0. Across all layers, the routed design uses roughly 330 vias. The layout has roughly 380 filler cells. The share of total power in combinational logic stands at 100.0%. The maximum resistive drop on vdd stands at 0.00003735 V.

The first global-routing pass estimated between 1.5 and 2 mm of wire. Setup repair after global routing could not meet its margin everywhere. The max capacitance violation total stands at 0. The internal portion of the total power is 0.09362 mW. The ratio of total power to cell area stands at 227.4 nW/um^2.

Total power for the finished layout comes to 0.1491 mW. The slack of the critical path stands at -62.66 ps. The final max-slew violation count recorded for this run is 0. The routed design shows a wire length per standard cell of about 8.9 um.

The final tally of hold violations stands at 0. The worst path arrival time stands at 1340 ps. The region available for standard cell placement spans 3416 um^2. With fillers left out, the area of the finished cells amounts to 655.6 um^2. The global placement routability congestion stands at just under 0.7. Yosys stat counts 33 cells in the synthesized netlist. The floorplan report gives the top-level pin count as 11. In this run the full chip footprint comes out at 6400 um^2.

The synthesized instance count is 33. The worst setup path is captured at an output port. The number of antenna violations at the first check in global routing stands at 0. During placement, the flow inserted port buffers numbering 11. In the routed layout, each cell is associated on average with a via count of about 3.1. The repair_antennas step left the layout with diodes totalling 0. The share of post-route cells with drive strength above 1 stands at about three quarters. A synthesized cell averages around 8.7 um^2. The number of remaining DRC errors stands at 0. The clock group share of total power stands at 0%. STA classifies the critical path startpoint as an input pin. The first TritonRoute pass finished after 2 iterations.

Sequential cells were found to cover 0% of the synthesized design area. The overall die height stands at approximately 80 um. For this configuration, the core starts out at a cell density of ~8.4%.

Once detail routing completed, the nets flagged for antenna violations numbered 0. The remaining global-route overflow stands at 0. The via count of the first global-routing pass stands at between 300 and 400. The switching portion of total power stands at approximately 37%. According to the Yosys statistics, the synthesized design has a chip area of 287.8 um^2. For this block, the routed nets add up to roughly 950 um of wire. The final number of setup-violating endpoints stands at 6. Entering global routing, the biggest net connects 8 pins.
-- cells in the mapped netlist --
library cell / n / area share, %
sky130_fd_sc_hd__o31a_2: 1 / 3.5
sky130_fd_sc_hd__mux4_1: 1 / 9.1
sky130_fd_sc_hd__mux2_2: 3 / 12
sky130_fd_sc_hd__nand2b_1: 1 / 2.2
sky130_fd_sc_hd__or2b_1: 1 / 2.6
sky130_fd_sc_hd__nor3_1: 2 / 3.5
sky130_fd_sc_hd__a21oi_1: 3 / 5.2
sky130_fd_sc_hd__a31o_1: 1 / 3.0
sky130_fd_sc_hd__buf_2: 1 / 1.7
sky130_fd_sc_hd__inv_1: 5 / 6.5
sky130_fd_sc_hd__ha_1: 7 / 30
sky130_fd_sc_hd__nor2b_1: 1 / 2.2
sky130_fd_sc_hd__o32a_1: 1 / 3.5
sky130_fd_sc_hd__buf_6: 1 / 3.9
sky130_fd_sc_hd__nand2_1: 1 / 1.3
sky130_fd_sc_hd__nand3b_1: 1 / 2.6
sky130_fd_sc_hd__mux2i_1: 2 / 7.0
-- cell usage in the layout, fill, tap and decap left out, drive strengths merged --
master,instances
buf,29
ha,7
inv,5
a21oi,3
mux2,3
nor3,2
mux2i,2
nor2b,1
nand2,1
o32a,1
mux4,1
nand3b,1
o31a,1
nand2b,1
or2b,1
a31o,1
dlygate4sd2,1
-- stage by stage --
step	std cells	hold WS (ps)	setup WS [ps]	util (%)
floorplan	33	727.1	171.0	-
global placement	98	1781	-833.3	15.05
detailed placement	98	1786	-845.9	15.05
CTS	106	1101	-61.60	18.90
global route	107	1154	-101.0	19.19
finish	107	1086	-62.66	19.19
-- repair_timing --
item | in CTS | in global routing
setup buffers | 8 | 1
hold buffers | 0 | 0
pin swaps | 5 | 1
endpoints found under the setup margin | 7 | 7
gates resized | 66 | 1
-- worst paths after layout --
check | start | endpoint | slack [ps] | cells after the start
max | bcd[0] | segout[3] | -60 | 7
min | bcd[1] | segout[6] | 1090 | 5
-- final cells by class --
cell class / instances / area [um^2] / share of cell area (%)
inverters: 5 / 23.77 / 3.626
multi-input cells: 26 / 319.1 / 48.66
well taps: 46 / 57.56 / 8.779
repair buffers: 30 / 255.2 / 38.93
-- power by group through the flow --
| stage | Clock [mW] | Sequential (mW) | Combinational [mW] |
|---|---|---|---|
| CTS | 0 | 0 | 0.148 |
| finish | 0 | 0 | 0.149 |
| global route | 0 | 0 | 0.162 |
-- routing by layer --
| layer | part of all wire (%) | wire length, um | vias up | GRT usage, % |
|---|---|---|---|---|
| met4 | 0 | 0 | 0 | 0 |
| met1 | 38 | 363 | 156 | 3.111 |
| met3 | 2.7 | 26 | 0 | 0.2273 |
| li1 | - | - | 173 | - |
| met5 | 0 | 0 | - | 0 |
| met2 | 59 | 559 | 3 | 5.859 |
-- worst max-delay path: stages --
cell and delay (ps):
sky130_fd_sc_hd__buf_6 80, sky130_fd_sc_hd__buf_6 90, sky130_fd_sc_hd__buf_12 100, sky130_fd_sc_hd__ha_4 150, sky130_fd_sc_hd__inv_2 30, sky130_fd_sc_hd__mux4_2 450, sky130_fd_sc_hd__buf_2 130
-- cell families after synthesis --
family / synth area share, %
AND-OR/OR-AND: 15.22
multiplexers: 27.83
buffers and inverters: 12.17
adder cells (fa/ha/maj): 30.43
AND/OR/NAND/NOR: 14.35
Power figures rest on the tool's default switching activity, not on a simulated workload.
