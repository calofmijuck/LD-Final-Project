--- run.sh ---
#!/bin/bash
# OpenROAD 26Q1-2900-gdf79404cd8, Yosys 0.63+post, stock flow scripts
make -C /OpenROAD-flow-scripts/flow DESIGN_CONFIG=/design/flow/config.mk WORK_HOME=/design/flow/orfs finish
--- config.mk ---
export PLATFORM = sky130hd
export DESIGN_NAME = IMEM
export DESIGN_NICKNAME = IMEM
export VERILOG_FILES = /design/flow/design.v
export SDC_FILE = /design/flow/constraint.sdc
export NUM_CORES = 4
export LEC_CHECK = 1
export CORE_AREA = 10 10 70 70
export DIE_AREA = 0 0 80 80
--- constraint.sdc ---
current_design IMEM

set clk_period 1.0
set clk_io_pct 0.2

create_clock -name clk0 -period $clk_period

set non_clock_inputs [all_inputs -no_clocks]
set_input_delay [expr $clk_period * $clk_io_pct] -clock clk0 $non_clock_inputs
set_output_delay [expr $clk_period * $clk_io_pct] -clock clk0 [all_outputs]
--- design.v ---
`timescale 1ns / 1ps
module IMEM(
    output [7:0] Instruction,
    input [7:0] Read_Address
    );
	 wire [7:0] MemByte[20:0];
	 assign MemByte[0] = 8'b01000100;
	 assign MemByte[1] = 8'b01001001;
	 assign MemByte[2] = 8'b00011001;
	 assign MemByte[3] = 8'b10000100;
	 assign MemByte[4] = 8'b01000100;
	 assign MemByte[5] = 8'b01001001;
	 assign MemByte[6] = 8'b00011001;
	 assign MemByte[7] = 8'b10000100;
	 assign MemByte[8] = 8'b01000100;
	 assign MemByte[9] = 8'b01001001;
	 assign MemByte[10] = 8'b00011001;
	 assign MemByte[11] = 8'b10000100;
	 assign MemByte[12] = 8'b01000100;
	 assign MemByte[13] = 8'b01001001;
	 assign MemByte[14] = 8'b00011001;
	 assign MemByte[15] = 8'b10000100;
	 assign MemByte[16] = 8'b01000100;
	 assign MemByte[17] = 8'b01001001;
	 assign MemByte[18] = 8'b00011001;
	 assign MemByte[19] = 8'b10000100;
	 assign MemByte[20] = 8'b11000011;
	 assign Instruction = MemByte[Read_Address];
endmodule
==> Changelog: implementation <==
## Flow update

- Crit path kind: input pin to output port
- GR Util met1: 1.65%
- Warnings, synthesis: 1
- Die Ht: 80 um
- Most frequent cells in the layout: buf_2 (6), buf_6 (5), buf_4 (5)
- Worst-path fanout max: 2
- IO Port Bufs: 12
- Gr usage total: 1.11%
- Hold-fix buffers at CTS: 0
- GR Util met3: 0.455%
- Initial antenna violation count: 0
- Final instance area: 294 sq um
- First-pass GRT wire length: 600 um
- 1st-iter DRT viols: 0
- Via Count: 151
- Max IR drop VDD: 33.1 uV
- Top cells, area: nor3_2 (13%), a31o_1 (11%), and2_4 (11%), xor2_1 (11%), buf_4 (9.7%)
- Mapped cell area: 77.6 sq um
- Final Hold Viols: 0
- Min Tclk post-route: 1200 ps
- Top area contributor share: 12.9%
- Number of cells in Yosys stat: 12
- GRT busiest layer: met1
- Crit path DAT: 1000 ps
- Data required, critical path: 800 ps
- Total gr overflow: 0
- FMAX: 835 MHz
- Worst hold-check path type: input pin to output port
- Post-route ant nets: 0
- Met2 Resource Use GR: 1.52%
- Most used logic cell in the final layout: buf_2
- Setup violations, final: 6
- Syn Inst Count: 12
- Mean Syn Cell Area: 6.46 sq um
- Placed cell area: 248 sq um
- Fin util: 8.61%
- Leakage power: 0.127 nW
- Core Area: 3420 sq um
- Final Cycle Share: 120%
- TNS Setup: -538 ps
- Setup ws final: -198 ps
- Worst slack, placed: -849 ps
- Die width: 80 um
- Routability cong.: 0.742
- Distinct cells, synth: 11
- RSZ-0062 raised after global routing: yes
- Pins over their slew limit: 0
- Critical path startpoint category: input pin
- Largest net degree at the start of global routing: 5
- Setup crit start: Read_Address[0]
- Failing checks: negative setup slack
- DPL Wire Length: 329 um
- Hold path start: Read_Address[1]
- Layout cell share with drive strength beyond 1: 72.4%
- Status: finished, violations left
- Routed vias/inst: 2.01
- Power Density: 334 nW/um^2
- Chip area: 6400 sq um
- Vias in the first global route: 124
- FFs & Latches: 0
- Fp util: 2.27%
- DR DRC count: 0
- I/O pins: 16
- Yosys Chip Area: 77.6 sq um
- Sequential fraction of the synthesis area: 0%
- Max-cap check violation count: 0
- Sequential Area: 0 sq um
- # diodes: 0
- Synth area leader: nor3_2
- Tool warnings: 37
- Layout clock buffers: 0
- CP endpoint kind: output port
- Total Wirelength: 460 um
- WL/cell: 6.13 um
- Pre-antenna DRT Iters: 1
- # rows: 21
- Min Hold Slack: 705 ps
- Area grow syn2layout: 279%
## Yosys cell counts
library cell	number
xor2_1	1
o21ai_1	1
a31o_1	1
or2_1	1
nor2_1	2
nand3b_1	1
conb_1	1
buf_4	1
and2_4	1
nor3_2	1
nand2_1	1
## what timing repair did
item / CTS / global route
pin swaps: 9 / 1
setup buffers: 6 / 0
setup endpoints to repair: 7 / 7
resized: 50 / 1
## logic make-up (layout without fill, tap and decap cells)
group           after synthesis  count (layout)  share of synthesized area [%]
compound gates                2               2                           17.7
xor+xnor                      1               1                           11.3
buf+inv                       1              18                           9.68
other cells                   1               1                           4.83
simple gates                  7               7                           56.5
## metal layers
metal	vias up	wire length (um)	share of wire, %
li1	72	-	-
met1	68	219	48
met2	11	166	36
met3	0	73	16
met4	0	0	0
met5	-	0	0
## worst max-delay path: stages
cell	delay, ps
buf_8	100
xor2_2	160
and2_4	130
buf_6	100
or2_1	190
buf_2	110
## power breakdown
group          switching [W]  total [W]  internal [W]
Clock                      0          0             0
Combinational      0.0000317  0.0000982     0.0000666
Sequential                 0          0             0
Total              0.0000317  0.0000982     0.0000666
## cell type report
type	count	area, sq um
multi-input cells	11	88.8
well taps	46	57.6
repair buffers	18	148
fillers	405	3120
## worst paths after layout
path	cells after the start	slack (ps)	to
worst max-delay path	6	-200	Instruction[0]
worst min-delay path	3	700	Instruction[7]
## per-stage QoR
stage	std cells	power, W
CTS	75	0.0000948
finish	75	0.0000982
detailed placement	69	0.0000852
global placement	69	0.0000855
floorplan	12	0.0000219
global route	75	0.000108
Power figures rest on the tool's default switching activity, not on a simulated workload.
